<file path="./design.v">
module UART_RX(clk,rst,data_in,d_num,s_num,par,available,Buffer_out,error);
  input clk;    
  input rst;
  input data_in;    
  input d_num; 
  input s_num;
  input [1:0] par;
  output available;
  output reg [7:0]Buffer_out;
  output reg error;
  reg [3:0]  state;
  reg [3:0]  samp_count;  
  reg [15:0] samp_buffer;  
  reg [7:0]  data_out;
  wire MajorOUT;  
     parameter idle   = 4'd0;
     parameter check  = 4'd1;
     parameter start  = 4'd2;
     parameter parity = 4'd11;
     parameter stop1  = 4'd12;
     parameter stop2  = 4'd13;
  assign MajorOUT = major(samp_buffer,state);
  assign available = (state == idle || (state == stop1 && samp_count != 1'd1) || state == stop2 || state == check)? 1'b1 : 1'b0 ;
  always@(posedge clk)
  begin
       if (~rst)
     begin  
        state     <= idle;
        data_out   <= 8'd0;
        samp_count  <=  4'd0;
        samp_buffer  <= 16'd0;
        Buffer_out    <= 8'd0;
        error          <=  1'd0;
     end  
     else 
       begin  
       case(state)
       idle : begin
                if(data_in) begin
                  state <= idle;  
                end else begin 
                     Sample;
                     state <= check;
                end  
              end  
      check : begin 
               if(samp_count == 4'd0) begin 
                 if (MajorOUT) begin
                  state <= idle;
                  end else begin
                  Sample; 
                  state <= start;
                 end
               end else begin  
                 Sample; 
             end
            end  
      start : begin 
         Sample; 
               if(samp_count == 4'd0) begin 
                 if (MajorOUT)
                  state <= idle;
                else
                  state <= state + 1;  
               end  
            end  
        4'd3 , 4'd4 ,4'd5 , 4'd6 ,4'd7 , 4'd8 : begin  
          Sample;
           if(samp_count == 4'd0) begin
                 state <= state + 1;
                 DataOutShift;  
            end
          end 
       4'd9 : begin 
                  Sample; 
                   if(samp_count == 4'd0)
                   begin
                      DataOutShift;  
                     if(d_num)
                       begin
                         state     <= 4'd10;
                       end else  
                        begin
                          if(par == 2'b00 || par == 2'b11 )
                             begin   
                               state <= stop1;
                               error <= 1'b0;  
                             end
                          else
                              begin
                               state <= parity;
                              end  
                        end  
                    end  
             end  
       4'd10  : begin
                  Sample; 
                   if(samp_count == 4'd0)
                   begin
                      DataOutShift;  
                        if(par == 2'b00 || par == 2'b11 )
                             begin   
                               state <= stop1;
                               error <= 1'b0;  
                             end
                          else
                              begin
                               state <= parity;
                              end  
                   end  
                 end  
       parity :  begin
                  Sample;
                  if (par == 2'b01)
                  begin   
                     if(samp_count == 4'd0) begin
                        if(MajorOUT == parityCheck(data_out,d_num))
                          begin
                            error      <= 1'b0;
                            state      <= stop1;
                          end
                        else
                          begin 
                            error <= 1'b1;
                            state <= stop1;
                          end
                 end  
                      end  
               else if (par==2'b10)
                      begin    
                   if(samp_count == 4'd0) begin
                        if(MajorOUT == parityCheck(~data_out,d_num))
                          begin
                            error <= 1'b0;
                            state <= stop1;
                          end
                        else
                          begin 
                            error <= 1'b1;
                            state <= stop1;
                          end
                 end  
                      end  
                    end  
        stop1: begin 
               Buffer_out <= d_num ? data_out : {1'b0 , data_out[7:1]};        
               if(s_num)  
                begin
                  if(samp_count == 4'd0)
                    begin
                      if(data_in)
                        begin
                          state <= idle;
                        end  
                      else begin
                        Sample;
                        state <= check;
                      end  
                    end  
                  else begin
                    Sample;
                  end  
                end  
              else  
                begin
                  state <= stop2;
                end  
              end  
        stop2 : begin
                 Sample;
                  if(samp_count == 4'd0)
                    begin
                      if(data_in)
                        begin
                          state <= idle;
                        end  
                      else begin
                        Sample;
                        state <= check;
                      end  
                    end  
                    else begin
                    Sample;
                  end  
                end  
         endcase
       end 
  end
  task DataOutShift;
   begin data_out <= ( data_out >> 1  ) | {MajorOUT,7'd0} ; end 
endtask
  task Sample;
    begin
      if ((state == check || state == start) && (samp_count == 4'd7))
        samp_count <= 4'd0;
      else
        samp_count <= samp_count + 1;
        samp_buffer <= (samp_buffer << 1) | {15'd0,data_in} ;
    end
  endtask
function parityCheck ;
   input [7:0] a;
   input data_num;
   begin  
   if (data_num)
   begin   
   parityCheck = a[0] ^ a[1] ^ a[2] ^ a[3] ^ a[4] ^ a[5] ^ a[6] ^ a[7]; 
   end  
   else
   begin  
   parityCheck = a[0] ^ a[1] ^ a[2] ^ a[3] ^ a[4] ^ a[5] ^ a[6];
   end  
   end  
   endfunction 
function  major;
input [15:0]a;
input [3:0]stat;
integer count,i;
begin
count = 0 ; i = 0;
  case(stat) 
 4'd0 , 4'd1 : begin
     for (i=0; i<8; i=i+1)
        begin
          if (a[i]) begin count = count + 1;end
        end
  major = count > 3 ? 1 : 0;
end
default: begin
     for (i=0; i<16; i=i+1)
        begin
          if (a[i]) begin count = count + 1;end
        end
major = count > 7 ? 1 : 0;
 end
endcase
end
endfunction
endmodule
</file>
<file path="./run.sh">
#!/bin/bash
# OpenROAD 26Q1-2900-gdf79404cd8, Yosys 0.63+post, stock flow scripts
make -C /OpenROAD-flow-scripts/flow DESIGN_CONFIG=/design/flow/config.mk WORK_HOME=/design/flow/orfs finish
</file>
<file path="./config.mk">
export PLATFORM = sky130hd
export DESIGN_NAME = UART_RX
export DESIGN_NICKNAME = UART_RX
export VERILOG_FILES = /design/flow/design.v
export SDC_FILE = /design/flow/constraint.sdc
export NUM_CORES = 4
export LEC_CHECK = 1
export CORE_UTILIZATION = 30
</file>
<file path="./constraint.sdc">
current_design UART_RX

set clk_period 5.6
set clk_io_pct 0.2

create_clock -name clk0 -period $clk_period [get_ports {clk}]

set non_clock_inputs [all_inputs -no_clocks]
set_input_delay [expr $clk_period * $clk_io_pct] -clock clk0 $non_clock_inputs
set_output_delay [expr $clk_period * $clk_io_pct] -clock clk0 [all_outputs]
</file>
==> impl_metrics.csv <==
group,metric,value,unit
final_timing,maxSlewHeadroom,0.352,
yosys,area_leaders,"dfxtp_1 (20%), ha_1 (7.5%), nor2_1 (6.5%)",
worst_setup_path,r2r-start,"samp_buffer[0]",
worst_setup_path,cp-start-kind,"register",
floorplanning,core_region_area,13500,um^2
drt,routedWlPerCell,13.2,um
worst_hold_path,min-delay-start,"Buffer_out[7]",
drt,vias_per_cell,5.04,
yosys,syn_area,4190,um^2
status,violations,"negative setup slack",
yosys,synthAoiAreaFrac,0.229,
yosys,netlist_instances,519,
drt,drc,0,
placed_design,gp_congestion,0.905,
drt,num_antenna_cells,0,
final_layout,final_cell_mix,"buf_4 (113), nor2_1 (73), dfxtp_1 (39), nand2_1 (37), xnor2_1 (27)",
yosys,yosysWarningCount,1,
yosys,synthAdderAreaFrac,0.0746,
final_layout,finish.utilization,0.443,
final_timing,setup-tns-final,-11.59,ns
grt,gr-total-overflow,0,
grt,grt_first_pass_wirelength,18.2,mm
yosys,synthMuxAreaShare,0.0597,
floorplanning,die_area,14400,um^2
grt,grt_max_degree,37,
pwr,p_per_area,315,nW/um^2
worst_setup_path,path_common_cell,"ha_1",
cts,cts.clk_slew.worst_paths,0.07,ns
yosys,async_reset_ff_frac,0,
final_timing,setup_viol,4,
worst_setup_path,crit_path_end_kind,"register",
drt,antenna_left,0,
final_timing,hold_viol_final,0,
worst_setup_path,cp.arrival,8.71,ns
yosys,simple_gate_share,0.228,
run,warnings,38,
yosys,yosys.area_share.xor_xnor,0.163,
drt,drtIter0Drc,360,
worst_setup_path,slowest_delay,0.37,ns
final_timing,fmax,117,MHz
yosys,post_synth.cell_area_avg,8.08,um^2
run,drv_cap,0,
cts,clockBufferDepth,2,
grt,antenna_found_initial,0,
worst_setup_path,cp.required,5.77,ns
status,outcome,"finished with violations",
floorplanning,fp-row-count,42,
pwr,ir_worst_vdd,0.000166,V
final_layout,final_layout_size_suffix_gt1_frac,0.342,
yosys,top_logic_kind,"AND-OR/OR-AND gates",
placed_design,place_hpwl,7.15,mm
final_layout,instances_no_fill,823,
drt,wl,10.8,mm
grt,grt_use_total,0.154,
pwr,switchingPower,783,uW
worst_hold_path,worstHoldPathType,"reg -> reg",
yosys,numSynthFlops,41,
final_layout,area_growth,42.2,%
yosys,top_area_cell,"dfxtp_1",
cts,ctsHoldBuffers,0,
cts,cts_buffers,5,
floorplanning,io_pins,17,
placed_design,pre_cts_ws,-2.92,ns
placed_design,portBuffers,16,
yosys,post_synth_num_cell_types,81,
cts,htree_num_levels,2,
floorplanning,die_w,120,um
yosys,ff_type,"dfxtp_1",
pwr,p_leak,0.00249,uW
worst_setup_path,crit_family,"adder cells",
final_timing,period_used_share,1.53,
final_layout,layout_top_cell,"buf_4",
final_timing,setup_ws,-2.94,ns
pwr,combPwrFrac,0.624,
final_timing,period_minus_slack,8.54,ns
cts,root_buffer,"clkbuf_16",
cts,cts_sinks,41,
worst_setup_path,startpoint,"samp_buffer[0]",
worst_setup_path,worst_path_max_delay_cell,"dfxtp_4",
final_layout,fillers,1262,
final_timing,worst_pin_slew,0.966,ns
floorplanning,die_h,120,um
floorplanning,fp_util,0.312,
worst_setup_path,critPathKind,"reg -> reg",
pwr,p_seq_frac,0.194,
final_timing,rsz0062_at_grt,"true",
pwr,intPower,1100,uW
yosys,yosys_area,4190,um^2
yosys,yosys_cells,519,
drt,drt_pass1_iterations,4,
pwr,swShare,0.417,
cts,cts_tree,"yes",
drt,dr_total_vias,4152,
worst_setup_path,crit_fanout,4,
cts,clock_latency,0.29,ns
yosys,top_cell_area_share,0.196,
final_timing,clock_skew,0.00383,ns
worst_setup_path,critPathBufInv,6,
final_timing,drv_slew,0,
pwr,p_clk_frac,0.182,
pwr,total_power,1880,uW
grt,grt_pass1_vias,3858,
yosys,edf_count,0,
placed_design,numPlacedInstances,763,
yosys,synth_seq_share,0.196,
## metrics by stage
step | hold slack [ns] | instance area, um^2
detailed placement | 0.454 | 5160
global route | 0.494 | 5960
floorplan | 0.417 | 4310
finish | 0.459 | 5960
global placement | 0.444 | 5160
CTS | 0.462 | 5760
## final cells by class
type | count | area [um^2] | area share
multi-input cells | 428 | 3420 | 0.573
repair buffers | 149 | 1240 | 0.208
flip-flops and latches | 41 | 828 | 0.139
well taps | 176 | 220 | 0.0369
clock buffers | 5 | 125 | 0.0210
inverters | 21 | 81.3 | 0.0136
clock inverters | 3 | 46.3 | 0.00777
## kinds of logic after synthesis
family	count (synthesis)
simple gates	195
fa+ha+maj	25
xor+xnor	54
flops	41
compound gates	131
buf+inv	50
mux	23
## sequential cells by signal (all words and copies together) (netlist names)
signal       count
state            4
Buffer_out       8
data_out         8
samp_count       4
samp_buffer     16
error            1
## worst register-to-register path, delay by kind of cell (launching register included)
kind	cells	cell delay (ns)
fa+ha+maj	12	3.01
simple gates	17	1.73
buf+inv	6	0.58
mux	2	0.32
compound gates	14	2.21
xor+xnor	1	0.21
flops	1	0.37
## per-layer routing
metal  global-route usage  vias up  share of wire
met4               0.0281        0          0.016
met1                0.233     1930           0.49
met5                    0        -              0
li1                     -     2127              -
met3               0.0236       16          0.049
met2                0.235       79           0.45
## path summary, 6_finish.rpt
path                    to  slack, ns  cells past startpoint
max               state[0]      -2.94                     52
min          Buffer_out[7]       0.46                      2
max reg2reg       state[0]      -2.94                     52
min reg2reg  Buffer_out[7]       0.46                      2
## synth_stat cells (all sizes together) (5+ instances only)
| library cell | instances |
|---|---|
| or2 | 5 |
| a31oi | 8 |
| nand3 | 18 |
| a21oi | 21 |
| o21ai | 27 |
| xnor2 | 32 |
| nor2 | 73 |
| buf | 7 |
| nor3 | 5 |
| a22oi | 20 |
| mux2i | 20 |
| and2 | 8 |
| ha | 25 |
| dfxtp | 41 |
| o31ai | 6 |
| nand2 | 43 |
| xnor3 | 5 |
| nor2b | 10 |
| a211oi | 10 |
| nand2b | 5 |
| xor2 | 15 |
| inv | 20 |
| clkbuf | 22 |
## power groups by stage
stage	sequential (uW)	clock (uW)	combinational [uW]
after CTS	359	353	1020
after global routing	368	366	1290
final	364	343	1170
## what timing repair did
| item | CTS | global route |
|---|---|---|
| resized | 12 | 45 |
| endpoints found under the hold margin | 0 | 0 |
| buffers inserted | 50 | 28 |
| pin swaps | 12 | 14 |
| setup endpoints to repair | 4 | 24 |
| cloned | 0 | 1 |
Power figures rest on the tool's default switching activity, not on a simulated workload.
