==> ./design.v <==
module RX_div (clk,rst,bd_rate,clk_out);
input clk,rst;
input [1:0 ]bd_rate;
output clk_out;
reg [10:0] RQ1200;  
reg  [9:0] RQ2400;  
reg  [8:0] RQ4800;  
reg  [7:0] RQ9600;  
    reg R9600;       
    reg R2400;      
    reg R4800;     
    reg R1200;     
   assign clk_out = (!rst) ? clk  
                   :(bd_rate == 2'b00)? R1200
                   :(bd_rate == 2'b01)? R2400
                   :(bd_rate == 2'b10)? R4800
                   : R9600 ;
always @ (posedge(clk))    
begin
    if ((rst == 1'b0) || (bd_rate != 2'b11)) begin  
        RQ9600  <= 8'b0; 
        R9600 <= 1'b1;
    end
    else begin
     if (RQ9600 == 8'd162) begin
     RQ9600  <= 8'b0; 
     R9600 <= ~R9600; 
        end 
        else begin
       RQ9600 <= RQ9600 + 8'd1;
        end
    end
end
always @ (posedge(clk))    
begin
    if ((rst == 1'b0) || (bd_rate != 2'b01)) begin  
        RQ2400  <= 10'b0; 
        R2400 <= 1'b1;
    end
    else begin
     if (RQ2400 == 10'd650) begin
     RQ2400  <= 10'b0; 
     R2400 <= ~R2400; 
        end 
        else begin
       RQ2400 <= RQ2400 + 10'd1;
        end
    end
end
always @ (posedge(clk))    
begin
    if ((rst == 1'b0) || (bd_rate != 2'b10)) begin  
        RQ4800  <= 9'b0; 
        R4800 <= 1'b1;
    end
    else begin
     if (RQ4800 == 9'd325) begin
     RQ4800  <= 9'b0; 
     R4800 <= ~R4800; 
        end 
        else begin
       RQ4800 <= RQ4800 + 9'd1;
        end
    end
end
always @ (posedge(clk))    
begin
    if ((rst == 1'b0) || (bd_rate != 2'b00)) begin  
        RQ1200  <= 11'b0; 
        R1200 <= 1'b1;
    end
    else begin
     if (RQ1200 == 11'd1301) begin
     RQ1200  <= 11'b0; 
     R1200 <= ~R1200; 
        end 
        else begin
       RQ1200 <= RQ1200 + 11'd1;
        end
    end
end
endmodule
==> ./run.sh <==
#!/bin/bash
# OpenROAD 26Q1-2900-gdf79404cd8, Yosys 0.63+post, stock flow scripts
make -C /OpenROAD-flow-scripts/flow DESIGN_CONFIG=/design/flow/config.mk WORK_HOME=/design/flow/orfs finish
==> ./config.mk <==
export PLATFORM = sky130hd
export DESIGN_NAME = RX_div
export DESIGN_NICKNAME = RX_div
export VERILOG_FILES = /design/flow/design.v
export SDC_FILE = /design/flow/constraint.sdc
export NUM_CORES = 4
export LEC_CHECK = 1
export CORE_AREA = 10 10 109 109
export DIE_AREA = 0 0 119 119
==> ./constraint.sdc <==
current_design RX_div

set clk_period 3.3
set clk_io_pct 0.2

create_clock -name clk0 -period $clk_period [get_ports {clk}]

set non_clock_inputs [all_inputs -no_clocks]
set_input_delay [expr $clk_period * $clk_io_pct] -clock clk0 $non_clock_inputs
set_output_delay [expr $clk_period * $clk_io_pct] -clock clk0 [all_outputs]
==> results.py <==
# Flow results
metrics = {
    "grt": {
        "grt_pass1_vias": 1395,
        "track_usage_pct": 4.64,
        "grt_max_degree": 14,
        "grt_pass1_wl_mm": 5.74,
        "gr-total-overflow": 0,
        "antenna_found_initial": 0,
    },
    "floorplanning": {
        "io_pins": 5,
        "fp-utilization_pct": 19.5,
        "core_area_um2": 9640,
        "chipWidth_um": 119,
        "num_rows": 36,
        "die_area_um2": 14200,
        "die_height_um": 119,
    },
    "yosys": {
        "synthDistinctLibCells": 30,
        "numSynthFlops": 42,
        "ys_cells": 203,
        "yosysWarnings": 1,
        "largest_area_cell": "dfxtp_1",
        "synthTopCellsByArea": "dfxtp_1 45%, ha_1 5.3%, or3_1 5.3%",
        "ys_chip_area_um2": 1880,
        "ys_seq_share_pct": 44.7,
        "avgSynthCellArea_um2": 9.26,
        "synthesis.area_um2": 1880,
        "syn_inst": 203,
        "top_cell_area_share_pct": 44.7,
    },
    "place": {
        "port_buffers": 4,
        "dpl.hpwl_mm": 2.21,
        "place_area_um2": 2080,
        "post-place-ws_ps": 276,
        "place_inst": 339,
        "place_congestion": 0.789,
    },
    "setup_path": {
        "crit_required_ps": 2640,
        "worst-path-max-fanout": 2,
        "crit_path_end_kind": "output pin",
        "arrival_ps": 2530,
        "path_class": "clk -> out",
        "worstSetupStartpointType": "clock port",
    },
    "flow_run": {
        "warning_count": 31,
        "drv_cap": 0,
    },
    "drt": {
        "ant_nets": 0,
        "firstDrtPassIters": 4,
        "antennaDiodeCount": 0,
        "drt_iter0_drc": 64,
        "vias": 1451,
        "wl_per_cell_um": 8.95,
        "viasPerCell": 4.15,
        "finalWirelength_mm": 3.13,
        "drcViolationCount": 0,
    },
    "cts": {
        "cts_setup_buffers": 0,
        "hold_buffers": 0,
        "post_cts_resized": 0,
        "clk_latency_ps": 390,
        "cts.clk_slew.worst_paths_ps": 80,
        "cts_tree": "built",
    },
    "sta": {
        "worst_clock_skew_ps": 4.84,
        "timing.final.setup_violations": 0,
        "worstMarginPinSlew_ps": 787,
        "maxSlewHeadroom_pct": 47.2,
        "final.setup.tns_ps": 0,
        "rsz0062_at_grt": "false",
        "slew_violations": 0,
        "fin_ws_ps": 109,
        "holdWs_ps": 481,
        "hold_violations": 0,
    },
    "layout": {
        "fin_cells": 350,
        "n_fill_cell": 1053,
        "seqCellArea_um2": 841,
        "area_growth_pct": 18.6,
        "design_area_um2": 2230,
        "drive_gt1_share_pct": 8.76,
        "logic_area_um2": 1010,
    },
    "power": {
        "power_density_nw_per_um2": 464,
        "p_leak_nw": 0.653,
        "max-vdd-ir-drop_mv": 0.170,
    },
    "worst_hold_path": {
        "hp-class": "reg -> reg",
    },
    "status": {
        "outcome": "completed",
    },
}
-- cell families after synthesis --
logic type	share of synthesized area [%]
and+or+nand+nor	26.9
AOI/OAI and AO/OA	13.9
DFF	44.7
xor gates and xnor gates	5.59
buffers and inverters	1.80
adders and majority gates	5.32
muxes	1.80
-- cells in the mapped netlist --
library cell,count
or2_2,1
a21oi_1,17
nor3b_1,1
and3b_1,2
o31ai_1,6
ha_1,8
xnor2_1,6
o31ai_4,1
or4_1,6
inv_1,7
nand3_1,19
nand4_1,4
o21ai_1,2
or4b_4,1
nand4_2,1
dfxtp_1,42
a21boi_0,1
nand4bb_1,4
o21ai_0,16
nand2_1,8
nand4b_1,1
or3_1,16
mux2_2,1
o31ai_2,1
or3b_2,2
mux4_2,1
xor2_1,6
and3_1,1
buf_4,1
nor2_1,20
-- worst max-delay path, stage by stage --
cell and delay [ps]:
clkbuf_8 110, clkbuf_8 110, mux2_2 250, clkdlybuf4s50_1 410
-- report_power, final --
part / total [mW] / internal [mW] / leakage (nW) / switching [mW]
clock network: 0.503 / 0.318 / 0.0802 / 0.185
registers: 0.512 / 0.509 / 0.339 / 0.00298
logic: 0.0197 / 0.00875 / 0.234 / 0.0109
total: 1.03 / 0.835 / 0.653 / 0.199
-- flip-flops by register name (all words and copies together) (netlist names) --
register and flops:
R1200 1, RQ2400 10, R9600 1, R4800 1, RQ9600 8, R2400 1, RQ1200 11, RQ4800 9
-- cell type report --
type | count | share of cell area [%]
multi-input cells | 153 | 45.1
flip-flops and latches | 42 | 37.7
well taps | 133 | 7.46
clock buffers | 10 | 5.55
clock inverters | 2 | 1.68
repair buffers | 3 | 1.35
inverters | 7 | 1.18
-- worst paths after layout --
check | depth (start not counted) | start | slack [ps] | endpoint
worst max-delay path | 4 | clk | 110 | clk_out
worst min-delay path | 2 | RQ2400[9] | 480 | RQ2400[9]
worst max register to register | 4 | RQ1200[0] | 1350 | RQ1200[4]
worst min register to register | 2 | RQ2400[9] | 480 | RQ2400[9]
-- metrics by stage --
stage / power (mW) / utilization, %
floorplan: 0.540 / -
global placement: 0.560 / 21.6
detailed placement: 0.560 / 21.6
CTS: 1.05 / 23.1
global route: 1.08 / 23.1
finish: 1.03 / 23.1
-- metal layers --
| layer | global-route usage (%) | vias up | wire length, um |
|---|---|---|---|
| li1 | - | 771 | - |
| met1 | 6.17 | 657 | 1640 |
| met2 | 6.85 | 17 | 1270 |
| met3 | 2.06 | 6 | 168 |
| met4 | 0.992 | 0 | 60 |
| met5 | 0 | - | 0 |
-- cells in the final DEF (no fill, tap or decap), types with 7 or more instances in the layout --
| master | n |
|---|---|
| dfxtp_1 | 42 |
| a21oi_1 | 17 |
| nand2_1 | 8 |
| inv_1 | 7 |
| nand3_1 | 19 |
| clkbuf_8 | 8 |
| ha_1 | 8 |
| or3_1 | 16 |
| o21ai_0 | 16 |
| nor2_1 | 20 |
Power and IR drop assume default switching activity.
